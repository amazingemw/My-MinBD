File: flow/config.mk
export PLATFORM = sky130hd
export DESIGN_NAME = ejectorI
export DESIGN_NICKNAME = ejectorI
export VERILOG_FILES = /design/flow/design.v
export SDC_FILE = /design/flow/constraint.sdc
export NUM_CORES = 4
export LEC_CHECK = 1
export CORE_AREA = 10 10 70 70
export DIE_AREA = 0 0 80 80
File: flow/constraint.sdc
current_design ejectorI

set clk_period 1.3
set clk_io_pct 0.2

create_clock -name clk0 -period $clk_period

set non_clock_inputs [all_inputs -no_clocks]
set_input_delay [expr $clk_period * $clk_io_pct] -clock clk0 $non_clock_inputs
set_output_delay [expr $clk_period * $clk_io_pct] -clock clk0 [all_outputs]
File: flow/design.v
module ejectorI (
northad,
southad,
eastad,
westad,
nad,
sad,
ead,
wad,
lad
);
input [10:0] northad;  
input [10:0] southad; 
input [10:0] eastad; 
input [10:0] westad;
output [10:0] nad;
output [10:0] sad;
output [10:0] ead;
output [10:0] wad;
output [10:0] lad;
wire [10:0] northad;  
wire [10:0] southad; 
wire [10:0] eastad; 
wire [10:0] westad;
reg [10:0] nad;
reg [10:0] sad;
reg [10:0] ead;
reg [10:0] wad;
reg [10:0] lad;
integer flag;  
always @(northad or southad or eastad or westad)
begin
 flag = 0;         
 ejectout(northad, nad[5:0], nad[8:6],nad[10:9],lad);      
 ejectout(southad, sad[5:0], sad[8:6],sad[10:9],lad);      
 ejectout(eastad, ead[5:0], ead[8:6],ead[10:9],lad);
 ejectout(westad, wad[5:0], wad[8:6],wad[10:9],lad);
end
reg [2:0] col;                 
reg [2:0] row;
task ejectout;
	input [10:0] addr;
	output [5:0] adr;
	output [2:0] dir;
        output [1:0] gs;
	output [10:0] local;
	begin   
		{gs,dir,adr} = addr;
		row = addr[5:3];  
		col = addr[2:0]; 
        	if ( col > 3'b100) begin
			dir = 3'b000;             	 
       		end
       		if ( col < 3'b100) begin
			dir = 3'b001;             	 
       		end 
		if ( col === 3'b100) begin
			if ( row > 3'b100) begin
				dir = 3'b010;            
       			end
			if ( row < 3'b100) begin
				dir = 3'b011;            
      			end
			if ( row === 3'b100) begin
				if(flag === 0) begin		
					local = addr;
					{gs,dir,adr} = 11'bz;
					flag = 1;
				end
				else
					dir = 3'b100;
			end
       		end
	end   
endtask
endmodule
File: flow/run.sh
#!/bin/bash
# OpenROAD 26Q1-2900-gdf79404cd8, Yosys 0.63+post, stock flow scripts
make -C /OpenROAD-flow-scripts/flow DESIGN_CONFIG=/design/flow/config.mk WORK_HOME=/design/flow/orfs finish
==> impl_metrics.ini <==
; physical design summary
[setup_path]
max_stage_delay_ps = 520
path_depth = 4
endpoint_kind = primary output
critPathLaunch = northad[7]
setup.worst_path.end = nad[7]
crit_chain = buf_6, or4b_1, and3_1, buf_2
start_kind = input port
critPathSlowestCell = or4b_1
cp.arrival_ps = 1120
worstPathRequired_ps = 1040
crit_fanout = 1
path_class = in -> out
cp_top_family = simple AND/OR/NAND/NOR gates
cp_num_buf_inv = 2

[global_routing]
use_met1_pct = 5.80
grt_pass1_wl_um = 2830
grt-busiest-layer = met2
gr-total-overflow = 0
antenna_found_initial = 0
grt_use_met3_pct = 4.09
grt_pass1_vias = 584
grt_max_degree = 5
grt_use_met2_pct = 7.54
grt_usage_pct = 5.17

[power]
p_leak_nw = 0.474
power_density_nw_per_um2 = 243
ir_drop_mv = 0.0605

[yosys]
yosysWarnings = 2
yosysChipArea_um2 = 483
logic_family = buffers and inverters
ys_types = 9
synth-xor-area-share_pct = 0
topCellsByArea = buf_4 (67%), and3_1 (6.5%), o31ai_1 (6.2%)
top_area_cell = buf_4
yosysMostFrequentCell = buf_4
top_cells_by_count = buf_4 (43), and3_1 (5), nor2_1 (5)
yosysSeqAreaShare_pct = 0
yosys.area_share.adder_pct = 0
yosysCellCount = 66
mux_share_pct = 0
syn_area_um2 = 483
avgSynthCellArea_um2 = 7.32
top_area_share_pct = 66.8
aoi_share_pct = 8.03
syn_inst = 66
simple_gate_share_pct = 25.1

[sta]
setup_viol = 1
rsz0062_at_grt = true
finalCriticalPeriod_ps = 1380
fmax_mhz = 725
drv_slew = 0
relSlewSlack_pct = 87.6
final-hold-violation-count = 0
setup_slack_ps = -79.5
final.setup.tns_ps = -79.5
fin_crit_sh_pct = 106
tightest_slew_ps = 184

[hold_path]
hold_path_depth = 0
worstHoldStart = westad[7]
hold_path_class = in -> out

[final_layout]
seqCellArea_um2 = 0
syn_to_final_growth_pct = 91.5
fillCellCount = 383
layout.area.comb_um2 = 190
stdcell_count = 149
drive_above_1_share_pct = 43.7
nFlopsAndLatches = 0
nClkBuffers = 0

[status]
run_status = finished, violations left
violations = negative setup slack

[routing]
num_antenna_cells = 0
ant_nets = 0
drt-initial-drc-count = 0
wl_per_cell_um = 12.9
route.detailed.drc = 0
vias_per_cell = 3.78
wirelength_um = 1920
via_count = 563
dr.pass1.iters = 1

[place]
gp_congestion = 0.808
port_buffers = 69
dpl.cell_count = 149
dp_hpwl_um = 1750

[floorplan]
fp_util_pct = 14.1
core_area_um2 = 3420
placementRows = 21
die_w_um = 80
die_h_um = 80
boundaryPins = 99
chipArea_um2 = 6400

[run]
cap_viol_max_count = 0
tool_warnings = 40
==> per-layer routing <==
layer	up-vias	part of all wire [%]
met3	8	27
met5	-	0
met2	54	37
met1	236	34
li1	265	-
met4	0	0.99
==> power breakdown <==
part / internal (mW) / leakage (nW) / switching [mW]
combinational: 0.165 / 0.474 / 0.0595
clock: 0 / 0 / 0
sequential: 0 / 0 / 0
==> stage by stage <==
stage               total power, mW  hold slack [ps]  cell area [um2]  util (%)  worst slack, ps
CTS                           0.236              520              956      28.0            -75.2
floorplan                    0.0969              542              483         -              127
detailed placement            0.262              520              991      29.0             -741
finish                        0.225              520              925      27.1            -79.5
global placement              0.261              520              991      29.0             -739
global route                  0.249              520              925      27.1             -104
==> worst min path at each step <==
stage                 slack, ps  endpoint
final                       520    lad[7]
after global routing        520    lad[9]
after CTS                   520    lad[6]
==> placed cells by master, fill, tap and decap left out, drive strengths merged <==
cell type	Yosys	layout
and3	5	5
buf	43	28
nor3b	3	3
dlymetal6s2s	0	3
and3b	3	3
dlygate4sd2	0	12
clkdlybuf4s15	0	4
clkbuf	0	6
and4bb	1	1
clkdlybuf4s50	0	27
a31o	1	1
o31ai	4	4
nor2	5	5
or4b	1	1
==> cells by family after synthesis <==
family / Yosys count
buffers and inverters: 43
AND-OR/OR-AND: 5
AND/OR/NAND/NOR: 18
==> area by class of cell <==
type / instances / area share [%]
Multi-Input combinational cell: 23 / 20.6
Timing Repair Buffer: 80 / 73.2
Tap cell: 46 / 6.22
==> what timing repair did <==
item,in CTS,in global routing
setup endpoints to repair,42,19
resized,97,19
hold buffers,0,0
pin swaps,12,3
setup buffers,0,0
hold endpoints to repair,0,0
No activity file was given, so power comes from the tool's default toggle rates.
