**flow/design.v**
```verilog
module arbb(
inp1,
inp2,
out1,
out2
);
input [10:0] inp1;
input [10:0] inp2;
output [10:0] out1;
output [10:0] out2;
wire [10:0] inp1;
wire [10:0] inp2;
reg [10:0] out1;
reg [10:0] out2;
reg R;
always @ (inp2) begin
	if ( (inp1[9] == 1'b1 || inp1[10] == 1'b1) && inp2[10] != 1'b1) begin 
		if (inp1[8:6] == 3'b010 ) begin 
			out1[10:0] = inp1[10:0];
		        out2[10:0] = inp2[10:0];
		end else begin
			out2[10:0] = inp1[10:0];
			out1[10:0] = inp2[10:0];
	        end
	end 
	else if ( (inp2[9] == 1'b1 || inp2[10] == 1'b1) && inp1[10] != 1'b1) begin 
	        if (inp2[8:6] == 3'b010 ) begin 
		        out1[10:0] = inp2[10:0];
		        out2[10:0] = inp1[10:0];
		end else begin 
			out2[10:0] = inp2[10:0];
	             	out1[10:0] = inp1[10:0];
		end
	end 
	else begin
		R = $random %1;
		if ( R == 0) begin
			out1 = inp1;
			out2 = inp2;
		end
		if ( R == 1) begin
			out1 = inp2;
			out2 = inp1;
		end
	end
end
endmodule
module arbd(
inp1,
inp2,
out1,
out2
);
input [10:0] inp1;
input [10:0] inp2;
output [10:0] out1;
output [10:0] out2;
wire [10:0] inp1;
wire [10:0] inp2;
reg [10:0] out1;
reg [10:0] out2;
reg R;
always @ (inp2) begin
	if ( (inp1[9] == 1'b1 || inp1[10] == 1'b1) && inp2[10] != 1'b1) begin 
		if (inp1[8:6] == 3'b000 ) begin 
			out1[10:0] = inp1[10:0];
		        out2[10:0] = inp2[10:0];
	        end else begin 
			out2[10:0] = inp1[10:0];
		        out1[10:0] = inp2[10:0];
	        end
	end		  
	else if ( (inp2[9] == 1'b1 || inp2[10] == 1'b1) && inp1[10] != 1'b1) begin 
	        if (inp2[8:6] == 3'b000 ) begin 
		        out1[10:0] = inp2[10:0];
		        out2[10:0] = inp1[10:0];
		end else begin 
			out2[10:0] = inp2[10:0];
	             	out1[10:0] = inp1[10:0];
		end
	end
	else begin
		R = $random %1;
		if ( R == 0) begin
			out1 = inp1;
			out2 = inp2;
		end
		if ( R == 1) begin
			out1 = inp2;
			out2 = inp1;
		end
	end
end
endmodule
module pdn(
north_in,
south_in,
west_in,
east_in,
north_out,
south_out,
east_out,
west_out
);
input [10:0] north_in;
input [10:0] south_in;
input [10:0] west_in;
input [10:0] east_in;
output [10:0] north_out;
output [10:0] south_out;
output [10:0] east_out;
output [10:0] west_out;
wire [10:0] north_in;
wire [10:0] south_in;
wire [10:0] west_in;
wire [10:0] east_in;
wire [10:0] north_out;
wire [10:0] south_out;
wire [10:0] east_out;
wire [10:0] west_out;
wire [10:0] inter_1;
wire [10:0] inter_2;
wire [10:0] inter_3;
wire [10:0] inter_4;
twoarb u0 (north_in , east_in , inter_1, inter_2);
twoarb u1 (south_in , west_in , inter_3, inter_4);
arbb a1 (inter_1, inter_3, north_out, south_out);
arbd b1 (inter_2, inter_4, east_out, west_out);
endmodule
module twoarb(
inp1,
inp2,
out1,
out2
);
input [10:0] inp1;
input [10:0] inp2;
output [10:0] out1;
output [10:0] out2;
wire [10:0] inp1;
wire [10:0] inp2;
reg [10:0] out1;
reg [10:0] out2;
reg R;
always @ (inp2) begin
	if ( (inp1[9] == 1'b1 || inp1[10] == 1'b1) && inp2[10] != 1'b1 ) begin
		if (inp1[8:6] == 3'b000 || inp1[8:6] == 3'b001) begin 
			out2[10:0] = inp1[10:0];
			out1[10:0] = inp2[10:0];
		end else begin  
		        out1[10:0] = inp1[10:0];
			out2[10:0] = inp2[10:0];
	        end      
	end else if ( (inp2[9] == 1'b1 || inp2[10] == 1'b1) && inp1[10] != 1'b1 ) begin 
	        if (inp2[8:6] == 3'b000 || inp2[8:6] == 3'b001) begin 
			out1[10:0] = inp1[10:0];
		        out2[10:0] = inp2[10:0];
	        end else begin 
	           	out1[10:0] = inp2[10:0];
	         	out2[10:0] = inp1[10:0];
	        end
	end else begin
		R = $random %1;
		if ( R == 0) begin
			out1 = inp1;
			out2 = inp2;
		end
		if ( R == 1) begin
			out1 = inp2;
			out2 = inp1;
		end
	end
end
endmodule
```
**flow/run.sh**
```bash
#!/bin/bash
# OpenROAD 26Q1-2900-gdf79404cd8, Yosys 0.63+post, stock flow scripts
make -C /OpenROAD-flow-scripts/flow DESIGN_CONFIG=/design/flow/config.mk WORK_HOME=/design/flow/orfs finish
```
**flow/config.mk**
```make
export PLATFORM = sky130hd
export DESIGN_NAME = pdn
export DESIGN_NICKNAME = pdn
export VERILOG_FILES = /design/flow/design.v
export SDC_FILE = /design/flow/constraint.sdc
export NUM_CORES = 4
export LEC_CHECK = 1
export CORE_UTILIZATION = 50
```
**flow/constraint.sdc**
```tcl
current_design pdn

set clk_period 6.4
set clk_io_pct 0.2

create_clock -name clk0 -period $clk_period

set non_clock_inputs [all_inputs -no_clocks]
set_input_delay [expr $clk_period * $clk_io_pct] -clock clk0 $non_clock_inputs
set_output_delay [expr $clk_period * $clk_io_pct] -clock clk0 [all_outputs]
```
==> run summary <==
Status = completed
Chip area = 3550 sq um
Post-Syn Area = 1660 sq um
Worst hold start = north_in[5]
Fp util = 53.3%
Clkbuf count = 0
Resized Gates After CTS = 0
Clock power frac = 0%
Total global routing overflow = 0
Vias per inst = 6.08
Unique cell types = 55
Starting DRT DRC Count = 152
Gate power share = 100.0%
Vias = 2056
Area leader, netlist = mux2i_1
Actual slew at the worst max-slew pin = 0.723 ns
Sw power = 0.110 mW
Critical path launch point type = primary input
Worst vdd ir = 0.0000646 V
Logic area = 1520 sq um
Data arrival, critical path = 4.56 ns
Synth Instances = 219
Worst relative slew slack = 51.7%
Synth cell count leaders = mux2i_1, nor2_1, o22ai_1, a21oi_1, nand2_1
Crit Path Class = primary input to output pin
Syn-to-layout area delta = 50.8%
Hold WC Path Type = primary input to output pin
Nature of the critical path endpoint = output pin
Post-Layout Inst Area = 2500 sq um
Internal power = 0.158 mW
Share of layout cells above drive strength 1 = 7.48%
Crit path from = north_in[8]
CP bufs+invs = 2
Final GP Congestion = 0.883
Pre-Repair DR Iteration Count = 5
ANT nets after route = 0
Post-synth seq share = 0%
Rows = 20
Setup TNS = 0 ns
Flop count = 0
Req. time, crit path = 5.12 ns
Yosys Chip Area = 1660 sq um
Die y size = 59.5 microns
Largest net degree at the start of global routing = 18
Chip width = 59.5 microns
Vias in the first global route = 1737
Crit-path slowest cell = clkdlybuf4s50_1
# diodes = 0
Yosys stat cell total = 219
Fillers = 222
IO Pins = 88
LEAKAGE = 0.988 nW
HPWL after detailed placement = 4610 microns
Max-cap viol count = 0
Finish-stage setup viols = 0
Register share of total power = 0%
Gr usage total = 31.4%
Residual DRC = 0
Top post-synthesis cells by area = mux2i_1, o22ai_1, nor2_1
Max incr delay on CP = 0.60 ns
# hold bufs at CTS = 0
Top-area cell share = 32.0%
CP max FO = 14
Fin crit share = 91.2%
Count leader, synth = mux2i_1
Global-route wire length before repair = 8340 microns
Pins Over Slew Limit = 0
Number of buffers added for setup after CTS = 0
CP delay by family, top = buffers and inverters
Yosys warns = 6
Register Area = 0 sq um
Count of input and output buffers = 88
CP cell instances = clkdlybuf4s50_1 -> nor2_1 -> nand2_1 -> o2bb2ai_4 -> mux2i_1 -> a21oi_2 -> nor2_4 -> mux2i_1 -> clkdlybuf4s50_1
Switching part of the total = 41.2%
WL per Instance = 16.6 microns
PD cells = 107 nW/um^2
Count of tool warnings = 33
Final wirelength = 5610 microns
Syn Area/Cell = 7.56 sq um
Fin. Hold Viols = 0
Antenna violations before repair = 0
Max Freq = 0.171 GHz
RSZ-0062 raised after global routing = false
Min Tclk post-route = 5.84 ns
Core area = 3100 sq um
Placed Area = 2500 sq um
[final timing paths]
path,endpoint,cells after the start
setup / recovery,east_out[3],9
hold / removal,south_out[5],4
[cell type report]
class	instances	share of cell area, %
inverters	5	0.752
well taps	44	2.21
multi-input cells	198	60.9
repair buffers	91	36.2
[placed cells by master, fill, tap and decap left out, drive strengths merged, types with 3 or more instances in the layout]
master and n:
clkdlybuf4s50 88, mux2i 54, nor2 19, o21ai 19
o22ai 17, a21oi 16, nand2 11, nor3 6
inv 5, a22oi 5, o21a 4, nand2b 4
a31oi 3, o31a 3, buf 3, and3 3
o2bb2ai 3
[per-layer routing]
layer | vias up | global-route usage [%] | share of wire (%)
met1 | 917 | 41.3 | 41
met3 | 8 | 3.98 | 9.3
li1 | 1011 | - | -
met2 | 120 | 56.0 | 49
met5 | - | 0 | 0
met4 | 0 | 4.32 | 1.4
[power by group through the flow]
| stage | clock, mW | combinational [mW] | sequential, mW |
|---|---|---|---|
| 4_1_cts | 0 | 0.267 | 0 |
| 5_1_grt | 0 | 0.289 | 0 |
| 6_report | 0 | 0.268 | 0 |
[logic make-up after synthesis]
kind of cell | after synthesis | synth area share [%]
simple gates | 60 | 22.1
mux | 56 | 34.8
buf+inv | 21 | 8.24
compound gates | 82 | 34.8
[stage by stage]
stage                     total power, mW  cells  hold slack (ns)  util, %  setup WS (ns)
after global routing                0.289    338             3.69     80.4          0.342
after floorplan                     0.131    219             2.67        -           2.09
after CTS                           0.267    338             3.64     80.4          0.573
after detailed placement            0.266    338             3.64     80.4          0.574
final                               0.268    338             3.64     80.4          0.564
after global placement              0.260    338             3.63     80.4          0.766
Power is estimated from default activity; no workload was simulated.
